**/design/flow/run.sh**
```bash
#!/bin/bash
# OpenROAD 26Q1-2900-gdf79404cd8, Yosys 0.63+post, stock flow scripts
make -C /OpenROAD-flow-scripts/flow DESIGN_CONFIG=/design/flow/config.mk WORK_HOME=/design/flow/orfs finish
```
**/design/flow/config.mk**
```make
export PLATFORM = sky130hd
export DESIGN_NAME = sistema_top
export DESIGN_NICKNAME = sistema_top
export VERILOG_FILES = /design/flow/design.v
export SDC_FILE = /design/flow/constraint.sdc
export NUM_CORES = 4
export LEC_CHECK = 1
export CORE_UTILIZATION = 50
```
**/design/flow/constraint.sdc**
```tcl
current_design sistema_top

set clk_period 2.6
set clk_io_pct 0.2

create_clock -name clk0 -period $clk_period [get_ports {clk}]

set non_clock_inputs [all_inputs -no_clocks]
set_input_delay [expr $clk_period * $clk_io_pct] -clock clk0 $non_clock_inputs
set_output_delay [expr $clk_period * $clk_io_pct] -clock clk0 [all_outputs]
```
**/design/flow/design.v**
```verilog
module estacionamento_top(
    input  wire        clk,           
    input  wire        vaga1_in,      
    input  wire        vaga2_in,      
    input  wire        vaga3_in,      
    output reg  [6:0]  seg1
);
    reg vaga1_sync;
    reg [2:0] vaga1_db;
    reg vaga2_sync;
    reg [2:0] vaga2_db;
    reg vaga3_sync;
    reg [2:0] vaga3_db;
    wire vaga1_estavel = &vaga1_db;  
    wire vaga2_estavel = &vaga2_db;
    wire vaga3_estavel = &vaga3_db;
    reg [1:0] vagas_livres;
    reg [6:0] segbits;
    always @(posedge clk) begin
        vaga1_sync <= vaga1_in;
        vaga1_db <= {vaga1_db[1:0], vaga1_sync};
        vaga2_sync <= vaga2_in;
        vaga2_db <= {vaga2_db[1:0], vaga2_sync};
        vaga3_sync <= vaga3_in;
        vaga3_db <= {vaga3_db[1:0], vaga3_sync};
        vagas_livres <= 3 - ( {2'b00, vaga1_estavel} + {2'b00, vaga2_estavel} + {2'b00, vaga3_estavel} );
        seg1 <= segbits;
    end
    always @(*) begin
        case (vagas_livres)
            2'd0: segbits = 7'b1111110;  
            2'd1: segbits = 7'b0110000;  
            2'd2: segbits = 7'b1101101;  
            2'd3: segbits = 7'b1111001;  
            default: segbits = 7'b0000000;  
        endcase
    end
endmodule
module portao_top (
    input  wire        clk,        
    input  wire        I1,          
    input  wire        I2,          
    input  wire        S1,          
    input  wire        S2,          
    output logic       SERVO1,      
    output logic       SERVO2       
);
    localparam int F_CLK         = 25_000_000;
    localparam int PERIODO_MAX   = F_CLK / 50;  
    localparam int PERIODO_W     = 19;       
    localparam int PULSO_0_GRAUS   = 25_000;    
    localparam int PULSO_180_GRAUS = 50_000;    
    localparam int PULSO_W         = 16;        
    logic [PULSO_W-1:0] pulso_ciclos_s1 = PULSO_0_GRAUS; 
    logic [PULSO_W-1:0] pulso_ciclos_s2 = PULSO_0_GRAUS; 
    function int DB_CYCLES_5MS(); DB_CYCLES_5MS = F_CLK/200; endfunction 
    localparam int DB_MAX = DB_CYCLES_5MS();
    localparam int DB_W   = $clog2(DB_MAX); 
    logic [1:0] sync_i1 = '0; 
    logic [DB_W-1:0] cnt_i1 = '0; 
    logic q_i1 = 1'b0; 
    logic q_d_i1 = 1'b0; 
    logic [1:0] sync_i2 = '0; 
    logic [DB_W-1:0] cnt_i2 = '0; 
    logic q_i2 = 1'b0; 
    logic q_d_i2 = 1'b0; 
    always_ff @(posedge clk) begin
        sync_i1 <= {sync_i1[0], I1};
        if (sync_i1[1] == q_i1)
            cnt_i1 <= '0;
        else if (cnt_i1 == DB_MAX-1) begin
            cnt_i1 <= '0;
            q_i1 <= sync_i1[1];
        end else
            cnt_i1 <= cnt_i1 + 1;
        q_d_i1 <= q_i1;
        sync_i2 <= {sync_i2[0], I2};
        if (sync_i2[1] == q_i2)
            cnt_i2 <= '0;
        else if (cnt_i2 == DB_MAX-1) begin
            cnt_i2 <= '0;
            q_i2 <= sync_i2[1];
        end else
            cnt_i2 <= cnt_i2 + 1;
        q_d_i2 <= q_i2;
    end
    wire press_event_s1 = q_i1 & ~q_d_i1; 
    wire press_event_s2 = q_i2 & ~q_d_i2; 
    logic [1:0] sync_s1 = '0;
    logic [1:0] sync_s2 = '0;
    always_ff @(posedge clk) begin
        sync_s1 <= {sync_s1[0], S1}; 
        sync_s2 <= {sync_s2[0], S2};
    end
    wire sensor_presence_s1 = ~sync_s1[1];  
    wire sensor_presence_s2 = ~sync_s2[1];  
    typedef enum logic [0:0] {
        FECHADO = 1'b0, 
        ABERTO  = 1'b1  
    } servo_state_t;
    servo_state_t servo_state_s1 = FECHADO;
    servo_state_t servo_state_s2 = FECHADO; 
    always_ff @(posedge clk) begin
        if (press_event_s1) begin 
            if (servo_state_s1 == FECHADO) begin
                servo_state_s1 <= ABERTO;
            end else begin
                if (~sensor_presence_s1) begin
                    servo_state_s1 <= FECHADO;
                end
            end
        end 
        else if (servo_state_s1 == ABERTO && ~sensor_presence_s1) begin
            servo_state_s1 <= FECHADO;
        end
    end
    always_ff @(posedge clk) begin
        if (press_event_s2) begin 
            if (servo_state_s2 == FECHADO) begin
                servo_state_s2 <= ABERTO;
            end else begin
                if (~sensor_presence_s2) begin
                    servo_state_s2 <= FECHADO;
                end
            end
        end 
        else if (servo_state_s2 == ABERTO && ~sensor_presence_s2) begin
            servo_state_s2 <= FECHADO;
        end
    end
    always_ff @(posedge clk) begin
        pulso_ciclos_s1 <= (servo_state_s1 == ABERTO) ? PULSO_180_GRAUS : PULSO_0_GRAUS;
        pulso_ciclos_s2 <= (servo_state_s2 == ABERTO) ? PULSO_180_GRAUS : PULSO_0_GRAUS;
    end
    logic [PERIODO_W-1:0] periodo_cnt = '0;
    always_ff @(posedge clk) begin
        if (periodo_cnt == PERIODO_MAX - 1)
            periodo_cnt <= '0;
        else
            periodo_cnt <= periodo_cnt + 1;
    end
    always_comb begin
        SERVO1 = (periodo_cnt < pulso_ciclos_s1);
        SERVO2 = (periodo_cnt < pulso_ciclos_s2);
    end
endmodule
module sistema_top (
    input  wire        clk,            
    input  wire        vaga1_in,
    input  wire        vaga2_in,
    input  wire        vaga3_in,
    output wire [6:0]  seg1,
    input  wire        I1,
    input  wire        I2,
    input  wire        S1,
    input  wire        S2,
    output wire        SERVO1,
    output wire        SERVO2
);
    estacionamento_top u_estacionamento (
        .clk       (clk),
        .vaga1_in  (vaga1_in),
        .vaga2_in  (vaga2_in),
        .vaga3_in  (vaga3_in),
        .seg1      (seg1)
    );
    portao_top u_portao (
        .clk    (clk),
        .I1     (I1),
        .I2     (I2),
        .S1     (S1),
        .S2     (S2),
        .SERVO1 (SERVO1),
        .SERVO2 (SERVO2)
    );
endmodule
```
==> run notes <==
The flow run is done. Number of buffers on the longest clock path landed at 2. Before placement the cells fill 52.7% of the core. The synthesis report lists the Yosys warning total as 2. Per the synth stats, the proportion of register bits with asynchronous set or reset is 0%.

Xor/xnor share of the synthesized area landed at 11.1%. Among all stages on the critical path, the maximum delay recorded is 0.40 ns. Wire length of the first global-routing pass landed at 10500 um. Number of different library cells in the post-synthesis netlist landed at 45.

In the post-route report, total wirelength is listed as 5960 um. The data arrival time reported for the critical path is 1.87 ns. Total of fill cells in the finished design landed at 617. STA lists the startpoint of the worst register-to-register path as u_portao.cnt_i1[0].

Among the non-sequential cells, simple AND/OR/NAND/NOR gates take the most area. Via count of the first global-routing pass landed at 2335. Registers are responsible for 57.4% of the overall power. The most critical setup path has its startpoint at u_portao.pulso_ciclos_s1[9].

The timing report attributes the biggest portion of critical-path delay to simple AND/OR/NAND/NOR gates. The setup path with the least slack is of type flop to output port. Switching power share of the total landed at 21.2%. Clock edge transition at the registers on the reported setup and hold paths landed at 0.09 ns.

Post-route DRC violation count landed at 0. Per the STA report, the cell with the highest stage delay on the worst path is sky130_fd_sc_hd__or4_1. Deepest level of the CTS H-tree landed at 3. The power report attributes to the clock group a share of 40.3%. Total global routing overflow landed at 0. Post-synthesis, Yosys gives the total cell area as 3640 um2.

Per the gpl log, the routability congestion estimate is 0.877. Buffer-and-inverter tally for the worst setup path landed at 2. In the final report, the number of hold violations comes to 0. Looking at the reg2reg group, the worst path ends at u_portao.q_i1.

Traced cell by cell, the critical path runs through inv_2, ha_1, or4_1, a21oi_1, o21ai_1, a21oi_1, dlygate4sd2_1. Count of pins on the block boundary landed at 17. Share of post-route cells with drive strength above 1 landed at 8.18%.

Setup slack of the worst register-to-register path landed at 0.61 ns. The final critical path takes up 91.8% of the cycle. Looking at the max-slew report, the worst-margin pin has a slew of 0.639 ns. The number of antenna violations at the first check in global routing was 0. In the final routed layout, each cell accounts on average for 12.2 um.

The report counts max-capacitance violations totalling 0. Overall fraction of global-route tracks in use landed at 17.8%. Row count landed at 30. Worst slew margin relative to its limit landed at 57.2%. The run finished with clean final reports. Number of nets still failing antenna checks after routing landed at 0. Overall power of the completed layout landed at 0.00251 W. The area taken by multi-input combinational cells is reported as 1670 um2. The horizontal die dimension reported for this design is 87.3 um. Per the synth stats, the flop cell with the highest instance count is sky130_fd_sc_hd__dfxtp_1.

For the completed layout, the total cell area is recorded as 4090 um2. Number of flops mapped to enable cells by yosys landed at 4. Per the timing report, the achievable frequency comes out to 419 MHz.

The most numerous cell type found on the critical path is sky130_fd_sc_hd__a21oi_1. Number of cells in the yosys synthesis report landed at 368. The tree built by TritonCTS fans out to 90 sinks. TritonCTS built the clock tree. Total power normalized to cell area comes to 613 nW/um2. Number of pins exceeding their max-slew limit in the final report landed at 0. For the worst setup path, the data required time is 2.08 ns. Counting the buffers created by CTS gives 9. The internal portion of the total power is 0.00198 W. STA classifies the critical path startpoint as a flop. Worst setup slack after placement landed at 0.189 ns. Detailed routing inserted a total of 2514 vias. Path depth of the worst reg2reg path landed at 4. Later-pin clock latency in the skew report landed at 0.35 ns. Highest net fanout along the worst path landed at 4. The report puts the hold buffer count at CTS at 0. Hold analysis shows the worst path with a depth of 0. Via density per instance landed at 5.16. Signed area change from the synthesized netlist to the final layout landed at 12.4%. VDD sags by at most 0.417 mV. Maximum number of pins on one net before global-route repair landed at 18.

For reference, full adder, half adder and majority cells occupy 6.39% of the area reported after synthesis. The critical path in the final layout is reported with a setup slack of 0.212 ns. For reference, simple AND, OR, NAND and NOR cells occupy 23.9% of the area reported after synthesis. Number of inserted diodes landed at 0. Summed over all nets, the switching power comes to 0.000532 W. Setup repair after global routing left no endpoint under its margin. Average cell area after synthesis landed at 9.89 um2.

In this run the full chip footprint comes out at 7630 um2. Total number of cells along the worst setup path landed at 7. In the synthesized netlist, the number of instances is 368. First-iteration detailed-routing DRC count landed at 81. According to the dpl log, the detail-placed design has an HPWL of 3930 um.

OpenROAD warning count landed at 25. For reference, the mux area share after synthesis is 0%. Compound-gate portion of the synthesized area landed at 3.92%. Count of endpoints failing setup in the final report landed at 0. Chip height landed at 87.3 um. Registers take 1850 um2. The core region is 6910 um2.

The placement stage leaves a total instance area of 3830 um2. Combinational cells account for 2.3% of the total power. CTS placed an instance of sky130_fd_sc_hd__clkbuf_8 at the clock tree root. Minimum period implied by the final worst setup slack landed at 2.39 ns.

Tally of buffers added on design ports landed at 15. After synthesis the cells add up to 3640 um2. First-pass detailed-route iteration total landed at 4.

Checking hold timing, the worst path is listed with class flop to flop. Counting flops and latches in the post-synthesis netlist gives 90. Sequential cell area fraction in the yosys report landed at 50.6%. Hold timing on the final database bottoms out at a slack of 0.330 ns. For reference, the critical path is captured by SERVO1. Accumulated negative setup slack landed at 0 ns. The worst setup path is captured at an output port. The power report puts the leakage power at 1.51 nW. Maximum clock skew at final layout landed at 0.00518 ns.
worst min-delay path by stage:
stage                                from                           end  slack (ns)
CTS           u_estacionamento.vaga2_sync  u_estacionamento.vaga2_db[0]        0.33
global route  u_estacionamento.vaga2_sync  u_estacionamento.vaga2_db[0]        0.34
finish        u_estacionamento.vaga2_sync  u_estacionamento.vaga2_db[0]        0.33
cell usage after synthesis (all sizes together) (3+ instances only):
library cell	number	share of area (%)
nor3	13	1.8
buf	4	1.1
dfxtp	86	47
xor2	17	4.1
nor4b	3	0.72
inv	14	1.4
nand2	19	2.2
xnor2	29	7.0
o21ai	5	0.69
nand4	21	3.6
clkbuf	6	0.62
nand2b	5	0.86
nor4	17	2.9
nor2	49	5.1
ha	17	5.8
a21oi	7	0.96
edfxtp	4	3.3
and3	4	0.72
nand3	20	2.7
metrics by stage:
stage,util (%),instances
floorplan,-,368
global placement,55.5,470
finish,59.3,487
CTS,59.3,487
detailed placement,55.5,470
global route,59.3,487
placed cells by master, fill, tap and decap left out, types with 3 or more instances in the layout:
| master | n |
|---|---|
| sky130_fd_sc_hd__buf_4 | 3 |
| sky130_fd_sc_hd__clkbuf_8 | 9 |
| sky130_fd_sc_hd__and3_1 | 3 |
| sky130_fd_sc_hd__edfxtp_1 | 4 |
| sky130_fd_sc_hd__xnor2_1 | 29 |
| sky130_fd_sc_hd__nor4b_1 | 3 |
| sky130_fd_sc_hd__nand3_1 | 20 |
| sky130_fd_sc_hd__nand2b_1 | 5 |
| sky130_fd_sc_hd__dfxtp_1 | 81 |
| sky130_fd_sc_hd__o21ai_0 | 4 |
| sky130_fd_sc_hd__inv_1 | 12 |
| sky130_fd_sc_hd__nor3_1 | 13 |
| sky130_fd_sc_hd__nand2_1 | 18 |
| sky130_fd_sc_hd__dfxtp_2 | 3 |
| sky130_fd_sc_hd__nand4_1 | 21 |
| sky130_fd_sc_hd__nor4_1 | 17 |
| sky130_fd_sc_hd__ha_1 | 16 |
| sky130_fd_sc_hd__clkdlybuf4s50_1 | 13 |
| sky130_fd_sc_hd__clkbuf_16 | 3 |
| sky130_fd_sc_hd__nor2_1 | 49 |
| sky130_fd_sc_hd__a21oi_1 | 7 |
| sky130_fd_sc_hd__xor2_1 | 17 |
logic make-up (layout without fill, tap and decap cells):
logic type      count (synthesis)  count (layout)
compound gates                 23              23
xor+xnor                       46              46
fa+ha+maj                      18              18
buf+inv                        25              48
flops                          90              90
other cells                     1               1
simple gates                  165             165
layout make-up:
| cell class | count | area share (%) |
|---|---|---|
| Sequential cell | 90 | 45.3 |
| Multi-Input combinational cell | 253 | 40.8 |
| Clock buffer | 13 | 4.95 |
| Timing Repair Buffer | 18 | 4.16 |
| Tap cell | 96 | 2.93 |
| Inverter | 14 | 1.28 |
| Clock inverter | 3 | 0.611 |
timing repair:
item | in CTS | in global routing
setup buffers | 1 | 0
gates resized | 14 | 0
endpoints found under the setup margin | 2 | 0
endpoints found under the hold margin | 0 | 0
power by group through the flow:
stage | Combinational, W | Sequential, W | Clock, W
CTS | 0.0000593 | 0.00144 | 0.00105
global route | 0.0000691 | 0.00144 | 0.00110
finish | 0.0000583 | 0.00144 | 0.00101
sequential cells by signal, indices dropped and copies added, names as in the netlist, 2 cells and up:
signal	count
u_estacionamento.seg1	5
u_portao.sync_i2	2
u_portao.sync_s1	2
u_estacionamento.vaga2_db	3
u_portao.cnt_i1	17
u_estacionamento.vaga1_db	3
u_portao.pulso_ciclos_s1	2
u_portao.pulso_ciclos_s2	2
u_estacionamento.vagas_livres	2
u_portao.sync_i1	2
u_estacionamento.vaga3_db	3
u_portao.sync_s2	2
u_portao.periodo_cnt	19
u_portao.cnt_i2	17
per-layer routing:
layer  GRT usage (%)  vias to the layer above  share of wire, %
met1            26.3                     1145                51
met2            28.8                       41                43
met5               0                        -                 0
met3            3.94                        8               3.9
met4            2.09                        0               1.3
li1                -                     1320                 -
Power and IR drop assume default switching activity.
